==> flow/constraint.sdc <==
current_design VRF

set clk_period 2.0
set clk_io_pct 0.2

create_clock -name clk0 -period $clk_period [get_ports {clock}]

set non_clock_inputs [all_inputs -no_clocks]
set_input_delay [expr $clk_period * $clk_io_pct] -clock clk0 $non_clock_inputs
set_output_delay [expr $clk_period * $clk_io_pct] -clock clk0 [all_outputs]
==> flow/run.sh <==
#!/bin/bash
# OpenROAD 26Q1-2900-gdf79404cd8, Yosys 0.63+post, stock flow scripts
make -C /OpenROAD-flow-scripts/flow DESIGN_CONFIG=/design/flow/config.mk WORK_HOME=/design/flow/orfs finish
==> flow/design.v <==
module RF
(
clock, reg1, reg2, regw,
dataw, RFWrite, data1, data2,
r0, r1, r2, r3, reset
);
input clock;
input [1:0] reg1, reg2, regw;
input [7:0] dataw;
input RFWrite;
input reset;
output [7:0] data1, data2;
output [7:0] r0, r1, r2, r3;
reg [7:0] k0, k1, k2, k3;
reg [7:0] data1_tmp, data2_tmp;
always @(*)
begin
	case (reg1)
		0: data1_tmp = k0;
		1: data1_tmp = k1;
		2: data1_tmp = k2;
		3: data1_tmp = k3;
	endcase
	case (reg2)
		0: data2_tmp = k0;
		1: data2_tmp = k1;
		2: data2_tmp = k2;
		3: data2_tmp = k3;
	endcase
end
always @(posedge clock or posedge reset)
begin
	if (reset) begin
		k0 = 0;
		k1 = 0;
		k2 = 0;
		k3 = 0;
	end	else begin
		if (RFWrite) begin
			case (regw)
				0: k0 = dataw;
				1: k1 = dataw;
				2: k2 = dataw;
				3: k3 = dataw;
			endcase
		end
	end
end
assign data1 = data1_tmp;
assign data2 = data2_tmp;
assign r0 = k0;
assign r1 = k1;
assign r2 = k2;
assign r3 = k3;
endmodule
module VRF
(
clock, vreg1, vreg2, vregw,
vdataw, VRFWrite, vdata1, vdata2,
vr0, vr1, vr2, vr3, reset
);
input clock;
input [1:0] vreg1, vreg2, vregw;
input [31:0] vdataw;
input VRFWrite;
input reset;
output [31:0] vdata1, vdata2;
output [31:0] vr0, vr1, vr2, vr3;
reg [31:0] k0, k1, k2, k3;
reg [31:0] data1_tmp, data2_tmp;
always @(*)
begin
	case (vreg1)
		0: data1_tmp = k0;
		1: data1_tmp = k1;
		2: data1_tmp = k2;
		3: data1_tmp = k3;
	endcase
	case (vreg2)
		0: data2_tmp = k0;
		1: data2_tmp = k1;
		2: data2_tmp = k2;
		3: data2_tmp = k3;
	endcase
end
always @(posedge clock or posedge reset)
begin
	if (reset) begin
		k0 = 0;
		k1 = 0;
		k2 = 0;
		k3 = 0;
	end	else begin
		if (VRFWrite) begin
			case (vregw)
				0: k0 = vdataw;
				1: k1 = vdataw;
				2: k2 = vdataw;
				3: k3 = vdataw;
			endcase
		end
	end
end
assign vdata1 = data1_tmp;
assign vdata2 = data2_tmp;
assign vr0 = k0;
assign vr1 = k1;
assign vr2 = k2;
assign vr3 = k3;
endmodule
==> flow/config.mk <==
export PLATFORM = sky130hd
export DESIGN_NAME = VRF
export DESIGN_NICKNAME = VRF
export VERILOG_FILES = /design/flow/design.v
export SDC_FILE = /design/flow/constraint.sdc
export NUM_CORES = 4
export LEC_CHECK = 1
export CORE_UTILIZATION = 50
==> GITHUB_STEP_SUMMARY <==
### Flow metrics

| Metric | Value |
|---|---|
| Status | `finished with violations` |
| Failing checks | `negative setup slack` |
| Wire per inst | `approximately 24 µm` |
| Min cycle time layout | `2.02 ns` |
| Grt total ovfl | `0` |
| #FFs+latches synth | `128` |
| Sw frac | `25.0%` |
| Hold-fix buffer count after cts | `0` |
| Fraction of layout cells with a size suffix above 1 | `56.7%` |
| Clock skew | `0 ns` |
| DIE AREA | `approximately 13000 µm²` |
| Clock transition at the registers of the reported paths | `~0.050 ns` |
| Area reported by Yosys stat | `6280 µm²` |
| Most frequent cells in the layout | `clkdlybuf4s50_1 (164), buf_4 (143), mux2_2 (126), dfrtp_1 (126), mux4_2 (64)` |
| Critical Path AT | `1.62 ns` |
| Final setup margin | `-0.0180 ns` |
| Final worst path period share | `101%` |
| Warning total across the stage logs | `27` |
| Core Area | `12100 µm²` |
| Final setup vio count | `2` |
| Clock Sinks | `128` |
| N_diodes | `0` |
| Max clock buf depth | `2` |
| Pwr Density | `958 nW/µm²` |
| VDD IR-drop max | `718 µV` |
| Max-slew headroom | `73.0%` |
| Pleak | `0.00474 µW` |
| Largest net degree at the start of global routing | `77` |
| GP Congestion | `0.824` |
| Root Driver | `clkbuf_16` |
| Post-DP HPWL | `11700 µm` |
| Mean post-synth cell area | `17.8 µm²` |
| Total negative setup slack | `-0.0181 ns` |
| Netlist Area Pre-Place | `between 6000 and 7000 µm²` |
| Total I/O pin count | `233` |
| Max H-tree Level | `4` |
| Vias in the first global route | `5662` |
| Crit path launch type | `flop` |
| Vias post-DR | `5261` |
| Height of the die | `114 µm` |
| Maximum clock frequency | `496 MHz` |
| Die Wd | `114 µm` |
| Critical path required time | `1.60 ns` |
| Initial antenna violation count | `0` |
| Area Growth Syn to Fin | `71.8%` |
| Yosys warnings | `1` |
| Final hold violations | `0` |
| Max Cap Viol | `0` |
| Type of the most critical hold path | `in2async` |
| Top cell excl fill/tap | `clkdlybuf4s50_1` |
| Std cell rows | `40` |
| Worst Path Max Fanout | `3` |
| Seq share, synth | `51.0%` |
| Cell Type Count | `10` |
| Post-Synthesis Cells | `about 350` |
| DRC viols | `0` |
| Floorplan utilization | `between 50 and 60%` |
| Fill count | `523` |
| Routed length on met3 | `2470 µm` |
| Int Pwr | `around 7700 µW` |
| Late-Pin Clk Latency | `0.40 ns` |
| PortBufs | `232` |
| CTS tree | `built` |
| Pre-Repair DR Iteration Count | `4` |
| Comb power frac | `37.0%` |
| Worst Hold Slack | `between 0.5 and 0.6 ns` |
| Max Slew Vio Count | `0` |
| Initial DRC Count | `262` |
| First-pass GRT wire length | `32600 µm` |
| Met2 WL | `11000 µm` |
| TritonCTS buffer count | `17` |
| Vias per Instance | `5.58` |
| Post-route ant nets | `0` |
| Tot GR Track Use | `between 30% and 40%` |
| Setup CP Type | `reg2out` |
| Clock power frac | `28.8%` |
| Total wire length | `22500 µm` |
| Max layer used | `met4` |
| Sequential share of power | `roughly 34%` |
| Critical Path End Type | `output pin` |
| Worst-Margin Slew | `approximately 0.40 ns` |
| Yosys cell count | `approximately 350` |
| P_sw | `2590 µW` |
| Metal1 wirelength | `8430 µm` |
stage by stage:
step | std cells | setup WS [ns] | util (%) | total power, µW | cell area, µm²
final | 942 | -0.0180 | 89.1 | 10300 | 10800
after global routing | 942 | -0.0503 | 89.1 | 10800 | 10800
after CTS | 927 | -0.0206 | 88.3 | 10100 | 10700
after detailed placement | 745 | -0.143 | 74.2 | 6410 | 8990
after global placement | 745 | -0.141 | 74.2 | 6320 | 8990
after floorplan | 353 | 0.0188 | - | 4380 | 6280
cells by family (layout without fill, tap and decap cells):
family,after synthesis,in the layout,synth area share [%]
mux,192,192,45.9
buf+inv,29,450,2.57
flops,128,128,51.0
simple gates,4,4,0.518
cell usage after synthesis:
master / instances / area, µm²
buf_2: 21 / 105
mux4_2: 64 / 1440
nand3b_1: 2 / 15.0
mux2_1: 2 / 22.5
nand3_1: 1 / 5.00
nor3b_2: 1 / 12.5
buf_4: 7 / 52.6
mux2_2: 126 / 1420
inv_1: 1 / 3.75
dfrtp_1: 128 / 3200
worst max-delay path, stage by stage (launching register included):
cell,delay [ns]
dfrtp_1,0.42
mux4_2,0.51
dlygate4sd2_1,0.29
repair_timing:
item                       4_1_cts  5_1_grt
pin swaps                        0        0
setup buffers                  150       14
setup endpoints to repair       64       26
cloned                           0        1
gates resized                  118       31
hold endpoints to repair         0        0
power groups by stage:
stage,logic [µW],registers [µW],clock network (µW)
6_report,3830,3530,2980
5_1_grt,4060,3580,3130
4_1_cts,3640,3460,3020
path summary, 6_finish.rpt:
| path | startpoint | to | slack, ns | cells past startpoint |
|---|---|---|---|---|
| worst max-delay path | k3[26]$_DFFE_PP0P_ | vdata1[26] | -0.02 | 2 |
| worst min-delay path | reset | k2[0]$_DFFE_PP0P_ | 0.52 | 3 |
| worst max register to register | k0[24]$_DFFE_PP0P_ | k0[24]$_DFFE_PP0P_ | 0.86 | 4 |
| worst min register to register | k0[26]$_DFFE_PP0P_ | k0[26]$_DFFE_PP0P_ | 0.53 | 1 |
| max in group asynchronous | reset | k0[23]$_DFFE_PP0P_ | 1.11 | 3 |
| min in group clk0 | k0[26]$_DFFE_PP0P_ | k0[26]$_DFFE_PP0P_ | 0.53 | 1 |
final cells by class:
class	instances	area, µm²	share of cell area [%]
timing repair buffer	417	3860	35.8
sequential	128	3210	29.7
multi-input combinational	196	2930	27.1
clock buffer	20	467	4.33
tap	168	210	1.95
clock inverter	12	115	1.07
inverter	1	7.51	0.0696
state kept, by name (all words and copies together) (netlist names):
| register | flops |
|---|---|
| k0 | 32 |
| k1 | 32 |
| k2 | 32 |
| k3 | 32 |
metal layers:
metal,up-vias,global-route usage (%)
met3,35,15.5
met1,2701,52.4
li1,2215,-
met5,-,1.96
met2,310,56.7
met4,0,7.62
Power and IR drop assume default switching activity.
